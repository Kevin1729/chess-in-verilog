--- flow/config.mk ---
export PLATFORM = sky130hd
export DESIGN_NAME = Castling_Checker
export DESIGN_NICKNAME = Castling_Checker
export VERILOG_FILES = /design/flow/design.v
export SDC_FILE = /design/flow/constraint.sdc
export NUM_CORES = 4
export LEC_CHECK = 1
export CORE_AREA = 10 10 592 592
export DIE_AREA = 0 0 602 602
export SYNTH_HDL_FRONTEND = slang
--- flow/constraint.sdc ---
current_design Castling_Checker

set clk_period 15.3
set clk_io_pct 0.2

create_clock -name clk0 -period $clk_period

set non_clock_inputs [all_inputs -no_clocks]
set_input_delay [expr $clk_period * $clk_io_pct] -clock clk0 $non_clock_inputs
set_output_delay [expr $clk_period * $clk_io_pct] -clock clk0 [all_outputs]
--- flow/design.v ---
parameter [63:0] fileMasks [0:7] = {
    64'h0101010101010101,
    64'h0202020202020202,
    64'h0404040404040404,
    64'h0808080808080808,
    64'h1010101010101010,
    64'h2020202020202020,
    64'h4040404040404040,
    64'h8080808080808080
};
parameter [63:0] rankMasks [0:7] = {
    64'hFF,
    64'hFF00,
    64'hFF0000,
    64'hFF000000,
    64'hFF00000000,
    64'hFF0000000000,
    64'hFF000000000000,
    64'hFF00000000000000
};
parameter [63:0] diagonalMasks [0:14] = {
    64'h100000000000000,
    64'h201000000000000,
    64'h402010000000000,
    64'h804020100000000,
    64'h1008040201000000,
    64'h2010080402010000,
    64'h4020100804020100,
    64'h8040201008040201,
    64'h80402010080402,
    64'h804020100804,
    64'h8040201008,
    64'h80402010,
    64'h804020,
    64'h8040,
    64'h80
};
parameter [63:0] antidiagonalMasks [0:14] = {
    64'h1,
    64'h102,
    64'h10204,
    64'h1020408,
    64'h102040810,
    64'h10204081020,
    64'h1020408102040,
    64'h102040810204080,
    64'h204081020408000,
    64'h408102040800000,
    64'h810204080000000,
    64'h1020408000000000,
    64'h2040800000000000,
    64'h4080000000000000,
    64'h8000000000000000
};
parameter [63:0] fileMasks [0:7] = {
    64'h0101010101010101,
    64'h0202020202020202,
    64'h0404040404040404,
    64'h0808080808080808,
    64'h1010101010101010,
    64'h2020202020202020,
    64'h4040404040404040,
    64'h8080808080808080
};
parameter [63:0] rankMasks [0:7] = {
    64'hFF,
    64'hFF00,
    64'hFF0000,
    64'hFF000000,
    64'hFF00000000,
    64'hFF0000000000,
    64'hFF000000000000,
    64'hFF00000000000000
};
parameter [63:0] diagonalMasks [0:14] = {
    64'h100000000000000,
    64'h201000000000000,
    64'h402010000000000,
    64'h804020100000000,
    64'h1008040201000000,
    64'h2010080402010000,
    64'h4020100804020100,
    64'h8040201008040201,
    64'h80402010080402,
    64'h804020100804,
    64'h8040201008,
    64'h80402010,
    64'h804020,
    64'h8040,
    64'h80
};
parameter [63:0] antidiagonalMasks [0:14] = {
    64'h1,
    64'h102,
    64'h10204,
    64'h1020408,
    64'h102040810,
    64'h10204081020,
    64'h1020408102040,
    64'h102040810204080,
    64'h204081020408000,
    64'h408102040800000,
    64'h810204080000000,
    64'h1020408000000000,
    64'h2040800000000000,
    64'h4080000000000000,
    64'h8000000000000000
};
module Black_Pawn_Attack(
    black_pawns,
    black_pawn_attack);
input [63:0] black_pawns;
output reg [63:0] black_pawn_attack;
always @* begin
    black_pawn_attack = ((black_pawns >> 7) & 64'hfefefefefefefefe) | ((black_pawns >> 9) & 64'h7f7f7f7f7f7f7f7f);
end
endmodule
module Castling_Checker(
    old_file, old_rank,
    new_file, new_rank,
    is_white,
    piece_bitboards_flattened,
    castling_is_valid,
    new_piece_bitboards_flattened
);
input [2:0] old_file;
input [2:0] old_rank;
input [2:0] new_file;
input [2:0] new_rank;
input is_white;
input [12*64-1:0] piece_bitboards_flattened;
output reg castling_is_valid;
output reg [12*64-1:0] new_piece_bitboards_flattened;
wire is_short_castling;
assign is_short_castling = new_file > old_file;
wire [63:0] o_o_check;
wire [63:0] o_o_o_check;
assign o_o_check = 64'h70 << (is_white ? 0 : 56);
assign o_o_o_check = 64'h1c << (is_white ? 0 : 56);
wire [63:0] o_o_empty;
wire [63:0] o_o_o_empty;
assign o_o_empty = 64'he << (is_white ? 0 : 56);
assign o_o_o_empty = 64'h60 << (is_white ? 0 : 56);
wire [63:0] all_position;
All_Position ap(piece_bitboards_flattened, all_position);
wire [63:0] attack_set;
Complete_Attack_Set cas(piece_bitboards_flattened, !is_white, attack_set);
always @* begin
    new_piece_bitboards_flattened = piece_bitboards_flattened;
    if((is_short_castling ? o_o_empty : o_o_o_empty) & all_position) begin
        castling_is_valid = 0;
    end
    else if((is_short_castling ? o_o_check : o_o_o_check) & attack_set) begin
        castling_is_valid = 0;
    end
    else if(!((old_file == 4 || old_rank == (is_white ? 0 : 7)) && (new_rank == (is_white ? 0 : 7)) && (new_file == 2 || new_file == 6))) begin
        castling_is_valid = 0;
    end
    else if(!(piece_bitboards_flattened[(5 + (is_white ? 6 : 0)) * 64 +: 64] & (64'h10 << (is_white ? 0 : 56)))) begin
        castling_is_valid = 0;
    end
    else if(!(piece_bitboards_flattened[(3 + (is_white ? 6 : 0)) * 64 +: 64] & ((is_short_castling ? 64'h80 : 64'h1) << (is_white ? 0 : 56)))) begin
        castling_is_valid = 0;
    end 
    else begin
        castling_is_valid = 1;
        new_piece_bitboards_flattened[(5 + (is_white ? 6 : 0)) * 64 +: 64] = ((is_short_castling ? 64'h40 : 64'h4) << (is_white ? 0 : 56));
        new_piece_bitboards_flattened[(3 + (is_white ? 6 : 0)) * 64 +: 64] = (new_piece_bitboards_flattened[(3 + (is_white ? 6 : 0)) * 64 +: 64]
        & ~((is_short_castling ? 64'h80 : 64'h1) << (is_white ? 0 : 56))) | ((is_short_castling ? 64'h20 : 64'h8) << (is_white ? 0 : 56));
    end
end
endmodule
module Complete_Attack_Set(
    piece_bitboards_flattened,
    is_white,
    attack_set
);
input [64*12-1:0] piece_bitboards_flattened;
input is_white;
output reg [63:0] attack_set;
wire [63:0] king_attack;
wire [63:0] knight_attack;
wire [63:0] bishop_attack;
wire [63:0] black_pawn_attack;
wire [63:0] white_pawn_attack;
wire [63:0] rook_attack;
wire [63:0] queen_attack;
wire [63:0] all_position;
wire [63:0] black_position;
wire [63:0] white_position;
wire [3:0] index_offset;
assign index_offset = is_white ? 6 : 0;
King_Attack k1(piece_bitboards_flattened[(index_offset + 5) * 64 +: 64], king_attack);
Knight_Attack n1(piece_bitboards_flattened[(index_offset + 1) * 64 +: 64], knight_attack);
Black_Pawn_Attack bpa(piece_bitboards_flattened[0*64 +: 64], black_pawn_attack);
White_Pawn_Attack wpa(piece_bitboards_flattened[6*64 +: 64], white_pawn_attack);
All_Position ap(piece_bitboards_flattened, all_position);
Black_Position bp(piece_bitboards_flattened, black_position);
White_Position wp(piece_bitboards_flattened, white_position); 
assign bishop_attack = noEaAttacks(piece_bitboards_flattened[(index_offset + 2) * 64 +: 64], ~all_position) | 
noWeAttacks(piece_bitboards_flattened[(index_offset + 2) * 64 +: 64], ~all_position) | 
soEaAttacks(piece_bitboards_flattened[(index_offset + 2) * 64 +: 64], ~all_position) | 
soWeAttacks(piece_bitboards_flattened[(index_offset + 2) * 64 +: 64], ~all_position); 
assign rook_attack = nortAttacks(piece_bitboards_flattened[(index_offset + 3) * 64 +: 64], ~all_position) |
soutAttacks(piece_bitboards_flattened[(index_offset + 3) * 64 +: 64], ~all_position) |
westAttacks(piece_bitboards_flattened[(index_offset + 3) * 64 +: 64], ~all_position) |
eastAttacks(piece_bitboards_flattened[(index_offset + 3) * 64 +: 64], ~all_position); 
assign queen_attack = noEaAttacks(piece_bitboards_flattened[(index_offset + 4) * 64 +: 64], ~all_position) | 
noWeAttacks(piece_bitboards_flattened[(index_offset + 4) * 64 +: 64], ~all_position) | 
soEaAttacks(piece_bitboards_flattened[(index_offset + 4) * 64 +: 64], ~all_position) | 
soWeAttacks(piece_bitboards_flattened[(index_offset + 4) * 64 +: 64], ~all_position) |
nortAttacks(piece_bitboards_flattened[(index_offset + 4) * 64 +: 64], ~all_position) |
soutAttacks(piece_bitboards_flattened[(index_offset + 4) * 64 +: 64], ~all_position) |
westAttacks(piece_bitboards_flattened[(index_offset + 4) * 64 +: 64], ~all_position) |
eastAttacks(piece_bitboards_flattened[(index_offset + 4) * 64 +: 64], ~all_position); 
always @* begin
    if(is_white) begin
        attack_set = white_pawn_attack;
    end
    else begin
        attack_set = black_pawn_attack;
    end
    attack_set = attack_set | king_attack | knight_attack | bishop_attack | rook_attack | queen_attack;
    if(is_white) begin
        attack_set = attack_set & ~white_position;
    end
    else begin
        attack_set = attack_set & ~black_position;
    end
end
function automatic [63:0] soutAttacks(input [63:0] rooks, input [63:0] empty);
begin
   soutAttacks = rooks;
   rooks = (rooks >> 8) & empty;
   soutAttacks = soutAttacks | rooks;
   rooks = (rooks >> 8) & empty;
   soutAttacks = soutAttacks | rooks;
   rooks = (rooks >> 8) & empty;
   soutAttacks = soutAttacks | rooks;
   rooks = (rooks >> 8) & empty;
   soutAttacks = soutAttacks | rooks;
   rooks = (rooks >> 8) & empty;
   soutAttacks = soutAttacks | rooks;
   soutAttacks = soutAttacks | (rooks >> 8) & empty;
   soutAttacks = soutAttacks >> 8;
end
endfunction
function automatic [63:0] nortAttacks(input [63:0] rooks, input [63:0] empty);
begin
   nortAttacks = rooks;
   rooks = (rooks << 8) & empty;
   nortAttacks = nortAttacks | rooks;
   rooks = (rooks << 8) & empty;
   nortAttacks = nortAttacks | rooks;
   rooks = (rooks << 8) & empty;
   nortAttacks = nortAttacks | rooks;
   rooks = (rooks << 8) & empty;
   nortAttacks = nortAttacks | rooks;
   rooks = (rooks << 8) & empty;
   nortAttacks = nortAttacks | rooks;
   nortAttacks = nortAttacks | (rooks << 8) & empty;
   nortAttacks = nortAttacks << 8;
end
endfunction
function automatic [63:0] eastAttacks(input [63:0] rooks, input [63:0] empty);
begin
   eastAttacks = rooks;
   empty &= 64'hfefefefefefefefe;
   rooks = (rooks << 1) & empty;
   eastAttacks = eastAttacks | rooks;
   rooks = (rooks << 1) & empty;
   eastAttacks = eastAttacks | rooks;
   rooks = (rooks << 1) & empty;
   eastAttacks = eastAttacks | rooks;
   rooks = (rooks << 1) & empty;
   eastAttacks = eastAttacks | rooks;
   rooks = (rooks << 1) & empty;
   eastAttacks = eastAttacks | rooks;
   eastAttacks = eastAttacks | (rooks << 1) & empty;
   eastAttacks = (eastAttacks << 1) & 64'hfefefefefefefefe;
end
endfunction
function automatic [63:0] noEaAttacks(input [63:0] bishops, input [63:0] empty);
begin
   noEaAttacks = bishops;
   empty &= 64'hfefefefefefefefe;
   bishops = (bishops << 9) & empty;
   noEaAttacks = noEaAttacks | bishops;
   bishops = (bishops << 9) & empty;
   noEaAttacks = noEaAttacks | bishops;
   bishops = (bishops << 9) & empty;
   noEaAttacks = noEaAttacks | bishops;
   bishops = (bishops << 9) & empty;
   noEaAttacks = noEaAttacks | bishops;
   bishops = (bishops << 9) & empty;
   noEaAttacks = noEaAttacks | bishops;
   noEaAttacks = noEaAttacks | (bishops << 9) & empty;
   noEaAttacks = (noEaAttacks << 9) & 64'hfefefefefefefefe;
end
endfunction
function automatic [63:0] soEaAttacks(input [63:0] bishops, input [63:0] empty);
begin
   soEaAttacks = bishops;
   empty &= 64'hfefefefefefefefe;
   bishops = (bishops >> 7) & empty;
   soEaAttacks = soEaAttacks | bishops;
   bishops = (bishops >> 7) & empty;
   soEaAttacks = soEaAttacks | bishops;
   bishops = (bishops >> 7) & empty;
   soEaAttacks = soEaAttacks | bishops;
   bishops = (bishops >> 7) & empty;
   soEaAttacks = soEaAttacks | bishops;
   bishops = (bishops >> 7) & empty;
   soEaAttacks = soEaAttacks | bishops;
   soEaAttacks = soEaAttacks | (bishops >> 7) & empty;
   soEaAttacks = (soEaAttacks >> 7) & 64'hfefefefefefefefe;
end
endfunction
function automatic [63:0] westAttacks(input [63:0] rooks, input [63:0] empty);
begin
   westAttacks = rooks;
   empty &= 64'h7f7f7f7f7f7f7f7f;
   rooks = (rooks >> 1) & empty;
   westAttacks = westAttacks | rooks;
   rooks = (rooks >> 1) & empty;
   westAttacks = westAttacks | rooks;
   rooks = (rooks >> 1) & empty;
   westAttacks = westAttacks | rooks;
   rooks = (rooks >> 1) & empty;
   westAttacks = westAttacks | rooks;
   rooks = (rooks >> 1) & empty;
   westAttacks = westAttacks | rooks;
   westAttacks = westAttacks | (rooks >> 1) & empty;
   westAttacks = (westAttacks >> 1) & 64'h7f7f7f7f7f7f7f7f;
end
endfunction
function automatic [63:0] soWeAttacks(input [63:0] bishops, input [63:0] empty);
begin
   soWeAttacks = bishops;
   empty &= 64'h7f7f7f7f7f7f7f7f;
   bishops = (bishops >> 9) & empty;
   soWeAttacks = soWeAttacks | bishops;
   bishops = (bishops >> 9) & empty;
   soWeAttacks = soWeAttacks | bishops;
   bishops = (bishops >> 9) & empty;
   soWeAttacks = soWeAttacks | bishops;
   bishops = (bishops >> 9) & empty;
   soWeAttacks = soWeAttacks | bishops;
   bishops = (bishops >> 9) & empty;
   soWeAttacks = soWeAttacks | bishops;
   soWeAttacks = soWeAttacks | (bishops >> 9) & empty;
   soWeAttacks = (soWeAttacks >> 9) & 64'h7f7f7f7f7f7f7f7f;
end
endfunction
function automatic [63:0] noWeAttacks(input [63:0] bishops, input [63:0] empty);
begin
   noWeAttacks = bishops;
   empty &= 64'h7f7f7f7f7f7f7f7f;
   bishops = (bishops << 7) & empty;
   noWeAttacks = noWeAttacks | bishops;
   bishops = (bishops << 7) & empty;
   noWeAttacks = noWeAttacks | bishops;
   bishops = (bishops << 7) & empty;
   noWeAttacks = noWeAttacks | bishops;
   bishops = (bishops << 7) & empty;
   noWeAttacks = noWeAttacks | bishops;
   bishops = (bishops << 7) & empty;
   noWeAttacks = noWeAttacks | bishops;
   noWeAttacks = noWeAttacks | (bishops << 7) & empty;
   noWeAttacks = (noWeAttacks << 7) & 64'h7f7f7f7f7f7f7f7f;
end
endfunction
endmodule
module King_Attack(
    king,
    king_attack
);
input [63:0] king;
output reg [63:0] king_attack;
reg [63:0] king_set;
always @* begin
    king_set = king;
    king_attack = ((king_set << 1) & 64'hfefefefefefefefe) | ((king_set >> 1) & 64'h7f7f7f7f7f7f7f7f);
    king_set = king_set | king_attack;
    king_attack = king_attack | (king_set << 8) | (king_set >> 8);
end
endmodule
module Knight_Attack(
    knights,
    knight_attack
);
input [63:0] knights;
output reg [63:0] knight_attack;
reg [63:0] l1;
reg [63:0] l2;
reg [63:0] r1;
reg [63:0] r2;
reg [63:0] h1;
reg [63:0] h2;
always @* begin
    l1 <= (knights >> 1) & (64'h7f7f7f7f7f7f7f7f);
    l2 <= (knights >> 2) & (64'h3f3f3f3f3f3f3f3f);
    r1 <= (knights << 1) & (64'hfefefefefefefefe);
    r2 = (knights << 2) & (64'hfcfcfcfcfcfcfcfc);
    h1 <= l1 | r1;
    h2 = l2 | r2;
    knight_attack = (h1<<16) | (h1>>16) | (h2<<8) | (h2>>8);
end
endmodule
module All_Position(
    piece_bitboards_flattened,
    all_positions
);
input [12*64-1:0] piece_bitboards_flattened;
output reg [63:0] all_positions;
integer i;
always @* begin
    all_positions = 0;
    i = 0;
    for (i = 0; i < 12; i = i + 1)
        all_positions = all_positions | piece_bitboards_flattened[64*i +: 64];
end
endmodule
module Black_Position(
    piece_bitboards_flattened,
    black_positions
);
input [12*64-1:0] piece_bitboards_flattened;
output reg [63:0] black_positions;
integer i;
always @* begin
    black_positions = 0;
    i = 0;
    for (i = 0; i < 6; i = i + 1)
        black_positions = black_positions | piece_bitboards_flattened[64*i +: 64];
end
endmodule
module White_Position(
    piece_bitboards_flattened,
    white_positions
);
input [12*64-1:0] piece_bitboards_flattened;
output reg [63:0] white_positions;
integer i;
always @* begin
    white_positions = 0;
    i = 0;
    for (i = 6; i < 12; i = i + 1)
        white_positions = white_positions | piece_bitboards_flattened[64*i +: 64];
end
endmodule
module White_Pawn_Attack(
    white_pawns,
    white_pawn_attack);
input [63:0] white_pawns;
output reg [63:0] white_pawn_attack;
always @* begin
    white_pawn_attack = ((white_pawns << 9) & 64'hfefefefefefefefe) | ((white_pawns << 7) & 64'h7f7f7f7f7f7f7f7f);
end
endmodule
--- flow/run.sh ---
#!/bin/bash
# OpenROAD 26Q1-2900-gdf79404cd8, Yosys 0.63+post, stock flow scripts
make -C /OpenROAD-flow-scripts/flow DESIGN_CONFIG=/design/flow/config.mk WORK_HOME=/design/flow/orfs finish
==> flow_metrics.env <==
# source this file to load flow results
export IMPL_status="complete, no violations"
export IMPL_drv_cap=0
export IMPL_die_y_microns=602
export IMPL_power_w=0.000793
export IMPL_postSynthSeqShare_pct=0
export IMPL_crit_required_ps=12240
export IMPL_cp_slowest_cell="a211oi_1"
export IMPL_slew_headroom_pct=11.1
export IMPL_yosys_area_sq_mm=0.00994
export IMPL_mostFrequentLayoutCells="1,385 x clkdlybuf4s50_1, 134 x nor2_1, 125 x and2_1"
export IMPL_holdWs_ps=6120
export IMPL_grt_max_degree=54
export IMPL_crit_fanout=36
export IMPL_drtIter0Drc=2062
export IMPL_worstHoldPathType="in2out"
export IMPL_grt_first_pass_wirelength_microns=411000
export IMPL_hold_viol=0
export IMPL_fin_setup_tns_ps=0
export IMPL_grt_use_total_pct=19.8
export IMPL_nClkBuffers=0
export IMPL_cts_hold_buf=0
export IMPL_setup_viol=0
export IMPL_crit_chain="buf_8 -> buf_4 -> nor3_1 -> a21oi_1 -> a211oi_1 -> o311ai_1 -> buf_4 -> nor4b_1 -> buf_4 -> o22ai_1 -> nor4_4 -> nand4_4 -> buf_4 -> mux2_4 -> clkdlybuf4s50_1"
export IMPL_post_route_cells_drive_above_1_share_pct=3.19
export IMPL_syn_avg_cell_area_sq_um=6.08
export IMPL_design_seq_count=0
export IMPL_fp_dieW_microns=602
export IMPL_fp_util_pct=2.95
export IMPL_cts_resized=0
export IMPL_synthesis_area_sq_mm=0.00994
export IMPL_post_route_drc_count=0
export IMPL_grt_pass1_vias=17000
export IMPL_gr_total_overflow=0
export IMPL_power_density_mw_per_mm2=30.5
export IMPL_yosysWarningCount=0
export IMPL_dr_pass1_iters=7
export IMPL_fin_area_sq_mm=0.0260
export IMPL_ios=1550
export IMPL_layout_area_comb_sq_mm=0.00587
export IMPL_post_route_min_period_ps=12560
export IMPL_period_used_pct=82.1
export IMPL_vias=18800
export IMPL_area_leaders="buf_4 29%, clkbuf_1 9.8%, and2_1 7.9%, nor4_1 7.9%, nor3_1 5.3%"
export IMPL_max_clock_freq_mhz=79.6
export IMPL_dp_hpwl_microns=353000
export IMPL_post_cts_buffers=0
export IMPL_p_leak_nw=7.29
export IMPL_grt_antenna_before_repair=419
export IMPL_routedWlPerCell_microns=53.0
export IMPL_gp_congestion=1.02
export IMPL_portBuffers=1386
export IMPL_crit_type="in2out"
export IMPL_tightest_slew_ps=1320
export IMPL_synth_cells=1636
export IMPL_tool_warnings=33
export IMPL_rsz0062_at_grt="false"
export IMPL_cp_data_arrival_time_ps=9500
export IMPL_antenna_left=0
export IMPL_row_count=213
export IMPL_ir_drop_mv=0.0126
export IMPL_cp_common_cell="buf_4"
export IMPL_synth_top_cell_area_share_pct=29.3
export IMPL_dieArea_sq_mm=0.362
export IMPL_fillerInstances=39500
export IMPL_critPathLaunchType="input port"
export IMPL_synth_cell_types=65
export IMPL_place_area_sq_mm=0.0258
export IMPL_drt_wl_total_microns=371000
export IMPL_seqCellArea_sq_um=0
export IMPL_yosys_area_top_type="buf_4"
export IMPL_slew_violations=0
export IMPL_post_route_util_pct=7.72
export IMPL_routed_via_density=2.69
export IMPL_area_delta_synth_final_pct=162
export IMPL_end_kind="primary output"
export IMPL_core_area_sq_mm=0.337
export IMPL_ys_cells=1636
export IMPL_layout_top_cell="clkdlybuf4s50_1"
export IMPL_max_stage_delay_ps=890
## report_power, final
part | internal (W) | total [W] | switching, W
Combinational | 0.000351 | 0.000793 | 0.000442
Sequential | 0 | 0 | 0
Clock | 0.000000000742 | 0.000000000743 | 0
## path summary, 6_finish.rpt
kind | depth (start not counted) | startpoint | end | slack, ps
worst min-delay path | 0 | piece_bitboards_flattened[104] | new_piece_bitboards_flattened[104] | 6120
worst max-delay path | 15 | is_white | new_piece_bitboards_flattened[382] | 2740
## final cells by class
class                      count  share of cell area, %
antenna                      102                  0.981
tap                         4515                   21.7
multi-input combinational    949                   22.5
inverter                       8                  0.120
timing repair buffer        1429                   54.6
## logic make-up (layout without fill, tap and decap cells)
group,after synthesis,count (layout),share of synthesized area (%)
other,0,102,0
and+or+nand+nor,670,670,38.1
adders and majority gates,3,3,0.378
AOI/OAI and AO/OA,240,240,15.9
buffers and inverters,687,1437,41.5
muxes,36,36,4.13
## layer usage
layer	vias to the layer above	global-route usage (%)	share of wire, %
met5	-	1.28	0.38
met4	176	6.20	4.7
met3	692	13.8	16
met2	2254	32.4	46
met1	8760	20.0	33
li1	6963	-	-
## per-stage QoR
step / cells / setup WS (ps)
after floorplan: 1636 / 6500
after global placement: 6898 / 1920
after detailed placement: 6901 / 2530
after CTS: 6901 / 2530
after global routing: 6947 / 2800
final: 7003 / 2740
## critical path: cells and delay by family
| kind | cells | cell delay [ps] |
|---|---|---|
| compound gates | 4 | 1720 |
| mux | 1 | 330 |
| simple gates | 4 | 2340 |
| buf+inv | 6 | 1870 |
## synthesized netlist by cell type (3+ instances only)
cell type	number
a22oi_1	6
nand4_1	33
o311ai_0	5
mux2i_1	17
o32a_1	4
or4_1	13
a211o_1	6
buf_2	22
o21a_1	10
nand2_1	21
nor3_1	106
a221oi_1	3
inv_1	7
mux2_4	4
and3_1	15
nor3b_1	8
ha_1	3
a21oi_1	82
nand3_1	22
nor2b_1	11
a31oi_1	11
o21ai_0	25
o221ai_1	4
nor4b_1	8
nand2b_1	4
and4_1	20
nor2_1	134
nor4_1	125
o2111ai_1	4
o31ai_1	10
o211ai_1	6
clkbuf_1	260
and2_1	125
a2111oi_0	4
buf_4	388
or3_1	15
o21bai_1	8
mux2_2	14
buf_6	8
o22ai_1	14
a211oi_1	18
